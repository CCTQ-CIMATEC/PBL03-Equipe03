File: design.v
package  riscv_pkg;
    typedef enum logic [6:0] {
        OP_R_TYPE = 7'b0110011,
        OP_I_TYPE = 7'b0010011,
        OP_STORE  = 7'b0100011,
        OP_LOAD   = 7'b0000011,
        OP_BRANCH = 7'b1100011,
        OP_JAL    = 7'b1101111,
        OP_JALR   = 7'b1100111,
        OP_LUI    = 7'b0110111,
        OP_AUIPC  = 7'b0010111
    } opcode_t;
    localparam FUNCT3_B  = 3'b000;   
    localparam FUNCT3_H  = 3'b001;   
    localparam FUNCT3_W  = 3'b010;   
    localparam FUNCT3_BU = 3'b100;   
    localparam FUNCT3_HU = 3'b101;   
    localparam FUNCT3_ADD_SUB       = 3'b000;   
    localparam FUNCT3_SLL           = 3'b001;   
    localparam FUNCT3_SLT           = 3'b010;   
    localparam FUNCT3_SLTU_SLTUI    = 3'b011;   
    localparam FUNCT3_XOR           = 3'b100;   
    localparam FUNCT3_SRL_SRA       = 3'b101;   
    localparam FUNCT3_OR            = 3'b110;   
    localparam FUNCT3_AND           = 3'b111;   
    localparam FUNCT3_BEQ           = 3'b000;   
    localparam FUNCT3_BNE           = 3'b001;   
    localparam FUNCT3_BLT           = 3'b100;   
    localparam FUNCT3_BGE           = 3'b101;   
    localparam FUNCT3_BLTU          = 3'b110;   
    localparam FUNCT3_BGEU          = 3'b111;   
    localparam FUNCT3_SB            = 3'b000;   
    localparam FUNCT3_SH            = 3'b001;   
    localparam FUNCT3_SW            = 3'b010;   
    localparam FUNCT7_ADD           = 7'b0000000;  
    localparam FUNCT7_SUB           = 7'b0100000;  
    typedef enum logic [3:0]{
        ALU_ADD  = 4'b0000,
        ALU_SUB  = 4'b0001,
        ALU_AND  = 4'b0010,
        ALU_OR   = 4'b0011,
        ALU_XOR  = 4'b0100,
        ALU_SLT  = 4'b0101,   
        ALU_SLTU = 4'b0110,   
        ALU_SLL  = 4'b0111,   
        ALU_SRL  = 4'b1000,   
        ALU_SRA  = 4'b1001    
    } alu_ops_t;
endpackage
module mux2 (
    input  logic [31:0] a,
    input  logic [31:0] b,
    input  logic        s,
    output logic [31:0] y
);
    assign y = s?a:b;
endmodule
File: run.sh
#!/bin/bash
# OpenROAD 26Q1-2900-gdf79404cd8, Yosys 0.63+post, stock flow scripts
make -C /OpenROAD-flow-scripts/flow DESIGN_CONFIG=/design/flow/config.mk WORK_HOME=/design/flow/orfs finish
File: config.mk
export PLATFORM = sky130hd
export DESIGN_NAME = mux2
export DESIGN_NICKNAME = mux2
export VERILOG_FILES = /design/flow/design.v
export SDC_FILE = /design/flow/constraint.sdc
export NUM_CORES = 4
export LEC_CHECK = 1
export CORE_AREA = 10 10 70 70
export DIE_AREA = 0 0 80 80
export SYNTH_HDL_FRONTEND = slang
File: constraint.sdc
current_design mux2

set clk_period 1.0
set clk_io_pct 0.2

create_clock -name clk0 -period $clk_period

set non_clock_inputs [all_inputs -no_clocks]
set_input_delay [expr $clk_period * $clk_io_pct] -clock clk0 $non_clock_inputs
set_output_delay [expr $clk_period * $clk_io_pct] -clock clk0 [all_outputs]
==> flow_metrics.env <==
# physical design summary
export IMPL_globalRouteOverflowTotal=0
export IMPL_post_route_clock_period_utilization=1.17
export IMPL_route_final_wire_length_um=2780
export IMPL_fmax_mhz=854
export IMPL_avgSynthCellArea_um2=15.1
export IMPL_finalHoldViolations=0
export IMPL_grt_first_pass_wirelength_um=3970
export IMPL_rsz0062_at_grt="yes"
export IMPL_postSynthCellCount=36
export IMPL_hold_path_class="input pin to output pin"
export IMPL_ys_seq_frac=0
export IMPL_rows=21
export IMPL_insertedDiodeCount=0
export IMPL_vias=701
export IMPL_setup_violations_final=32
export IMPL_ff_latch_area_um2=0
export IMPL_cap_viol_max_count=0
export IMPL_detail_routed_net_length_per_standard_cell_um=15.0
export IMPL_core_um2=3420
export IMPL_fin_util=0.475
export IMPL_worstPathMaxFanout=1
export IMPL_maximum_number_of_pins_on_one_net_before_global_route_repair=11
export IMPL_chipWidth_um=80
export IMPL_failing_checks="setup timing"
export IMPL_areaGrowthSynthToFinish_pct=198
export IMPL_cts_hold_buf=0
export IMPL_post_synth_instance_area_um2=544
export IMPL_ys_types=4
export IMPL_slew_headroom=0.925
export IMPL_holdCritStartpoint="a[17]"
export IMPL_gp_routability_congestion=0.758
export IMPL_nFillCells=342
export IMPL_timing_critical_path_required_ps=800
export IMPL_nClkBuffers=0
export IMPL_grtUsageMet3=0.0352
export IMPL_min_path_cells=3
export IMPL_startpoint_type="input pin"
export IMPL_hold_ws_ps=693
export IMPL_power_density_nw_per_um2=393
export IMPL_dp_cells=177
export IMPL_full_die_area_um2=6400
export IMPL_number_of_antenna_violations_at_the_first_check_in_global_routing=0
export IMPL_layout_drive_gt1_share=0.540
export IMPL_fin_ws_ps=-171
export IMPL_yosysChipArea_um2=544
export IMPL_grt_pass1_vias=721
export IMPL_power_ir_vdd_worst_uv=171
export IMPL_die_h_um=80
export IMPL_fp_util=0.159
export IMPL_portBuffers=97
export IMPL_place_detailed_hpwl_um=2390
export IMPL_sort_of_element_at_the_end_of_the_critical_path="output pin"
export IMPL_antenna_violating_nets_post_route=0
export IMPL_post_route_drc_count=0
export IMPL_preCtsSetupSlack_ps=-501
export IMPL_hold_end="y[17]"
export IMPL_dr_first_iter_drc_count=1
export IMPL_design_portCount=97
export IMPL_viasPerCell=3.79
export IMPL_status="finished with violations"
export IMPL_synth_warning_count=0
export IMPL_finalMaxSlewViolations=0
export IMPL_final_cell_count_no_fill=185
export IMPL_total_routing_usage_gr=0.0767
export IMPL_fin_crit_ps=1170
export IMPL_logic_area_um2=480
export IMPL_critical_path_class="input pin to output pin"
export IMPL_total_power_w=0.000637
export IMPL_number_of_detailed_route_iterations_in_the_first_pass=2
export IMPL_crit_arrival_ps=970
export IMPL_worstMarginPinSlew_ps=112
export IMPL_global_route_usage_met2=0.134
export IMPL_power_leakage_nw=0.902
export IMPL_global_route_usage_met1=0.0883
export IMPL_top_usage_layer="met2"
export IMPL_yosys_stat_cells=36
export IMPL_tool_warnings=34
export IMPL_nFlopsAndLatches=0
kinds of logic after synthesis:
group,share of synthesized area
buf+inv,0.131
mux,0.869
how the worst max path moves through the flow:
stage	from	endpoint	cells past startpoint
5_1_grt	s	y[14]	5
6_report	b[24]	y[24]	3
4_1_cts	s	y[30]	5
cell usage in the layout, fill, tap and decap left out, drive strengths merged:
| cell | netlist | routed |
|---|---|---|
| clkdlybuf4s50 | 0 | 11 |
| dlygate4sd2 | 0 | 46 |
| buf | 4 | 43 |
| mux2 | 32 | 32 |
| dlymetal6s2s | 0 | 7 |
Yosys cell counts:
cell	count	area share
mux2_4	30	0.83
mux2_2	2	0.041
buf_12	3	0.11
buf_6	1	0.021
worst max-delay path, cell delays in order:
cell and delay (ps):
clkdlybuf4s50_1 390, mux2_4 270, buf_6 110
layer usage:
metal / up-vias / share of wire
met5: - / 0
met4: 0 / 0
met3: 0 / 0.14
met2: 51 / 0.50
met1: 306 / 0.36
li1: 344 / -
power breakdown:
part,leakage (nW),total [W],internal [W],switching [W]
clock,0,0,0,0
sequential,0,0,0,0
combinational,0.902,0.000637,0.000502,0.000135
repair_timing:
| item | 4_1_cts | 5_1_grt |
|---|---|---|
| gates resized | 168 | 17 |
| gates cloned | 1 | 0 |
| setup endpoints to repair | 32 | 32 |
| setup buffers | 7 | 0 |
layout make-up:
cell class | instances | share of cell area
timing repair buffer | 107 | 0.668
multi-input combinational | 32 | 0.296
tap | 46 | 0.0355
per-stage QoR:
stage	instance area [um^2]	TNS [ps]
final	1620	-3910
after global routing	1620	-4700
after CTS	1550	-4290
after detailed placement	1520	-15330
after global placement	1520	-15300
after floorplan	544	0
Power is estimated from default activity; no workload was simulated.
