===== /design/flow/design.v =====
package  riscv_pkg;
    typedef enum logic [6:0] {
        OP_R_TYPE = 7'b0110011,
        OP_I_TYPE = 7'b0010011,
        OP_STORE  = 7'b0100011,
        OP_LOAD   = 7'b0000011,
        OP_BRANCH = 7'b1100011,
        OP_JAL    = 7'b1101111,
        OP_JALR   = 7'b1100111,
        OP_LUI    = 7'b0110111,
        OP_AUIPC  = 7'b0010111
    } opcode_t;
    localparam FUNCT3_B  = 3'b000;   
    localparam FUNCT3_H  = 3'b001;   
    localparam FUNCT3_W  = 3'b010;   
    localparam FUNCT3_BU = 3'b100;   
    localparam FUNCT3_HU = 3'b101;   
    localparam FUNCT3_ADD_SUB       = 3'b000;   
    localparam FUNCT3_SLL           = 3'b001;   
    localparam FUNCT3_SLT           = 3'b010;   
    localparam FUNCT3_SLTU_SLTUI    = 3'b011;   
    localparam FUNCT3_XOR           = 3'b100;   
    localparam FUNCT3_SRL_SRA       = 3'b101;   
    localparam FUNCT3_OR            = 3'b110;   
    localparam FUNCT3_AND           = 3'b111;   
    localparam FUNCT3_BEQ           = 3'b000;   
    localparam FUNCT3_BNE           = 3'b001;   
    localparam FUNCT3_BLT           = 3'b100;   
    localparam FUNCT3_BGE           = 3'b101;   
    localparam FUNCT3_BLTU          = 3'b110;   
    localparam FUNCT3_BGEU          = 3'b111;   
    localparam FUNCT3_SB            = 3'b000;   
    localparam FUNCT3_SH            = 3'b001;   
    localparam FUNCT3_SW            = 3'b010;   
    localparam FUNCT7_ADD           = 7'b0000000;  
    localparam FUNCT7_SUB           = 7'b0100000;  
    typedef enum logic [3:0]{
        ALU_ADD  = 4'b0000,
        ALU_SUB  = 4'b0001,
        ALU_AND  = 4'b0010,
        ALU_OR   = 4'b0011,
        ALU_XOR  = 4'b0100,
        ALU_SLT  = 4'b0101,   
        ALU_SLTU = 4'b0110,   
        ALU_SLL  = 4'b0111,   
        ALU_SRL  = 4'b1000,   
        ALU_SRA  = 4'b1001    
    } alu_ops_t;
endpackage
module mux3 (
    input  logic [31:0] a,
    input  logic [31:0] b,
    input  logic [31:0] c,
    input  logic [1:0 ] s,
    output logic [31:0] y
);
    always_comb begin
        case (s)
        2'b00: y = a;
        2'b01: y = b;
        2'b10: y = c;
        default: y = 32'b0;
        endcase
    end
endmodule

===== /design/flow/run.sh =====
#!/bin/bash
# OpenROAD 26Q1-2900-gdf79404cd8, Yosys 0.63+post, stock flow scripts
make -C /OpenROAD-flow-scripts/flow DESIGN_CONFIG=/design/flow/config.mk WORK_HOME=/design/flow/orfs finish

===== /design/flow/config.mk =====
export PLATFORM = sky130hd
export DESIGN_NAME = mux3
export DESIGN_NICKNAME = mux3
export VERILOG_FILES = /design/flow/design.v
export SDC_FILE = /design/flow/constraint.sdc
export NUM_CORES = 4
export LEC_CHECK = 1
export CORE_AREA = 10 10 70 70
export DIE_AREA = 0 0 80 80
export SYNTH_HDL_FRONTEND = slang

===== /design/flow/constraint.sdc =====
current_design mux3

set clk_period 3.4
set clk_io_pct 0.2

create_clock -name clk0 -period $clk_period

set non_clock_inputs [all_inputs -no_clocks]
set_input_delay [expr $clk_period * $clk_io_pct] -clock clk0 $non_clock_inputs
set_output_delay [expr $clk_period * $clk_io_pct] -clock clk0 [all_outputs]

==> flow_summary.yaml <==
# implementation run metrics
run_status:
  status: "finished clean"
floorplanning:
  core_area_mm2: 0.003416
  ios: 130
  die.size.y_um: 80
  die_area_mm2: 0.006400
  die_x_um: 80
  fp-row-count: 21
  fp_util: 0.2304
detailed_routing:
  via_per_inst: 4.527
  drc_errors: 0
  drt-total-wl_mm: 4.493
  drtAntennaViolNets: 0
  vias: 1109
  drtPass1Iterations: 3
  detail_route.wl_per_cell_um: 18.34
  antenna_cells: 0
  drt_iter0_markers: 23
finish:
  flops: 0
  syn_to_final_growth_pct: 163.4
  mostFrequentLayoutCells: "clkdlybuf4s50_1, mux2i_1, o2bb2ai_1"
  nClkBuffers: 0
  drive_above_1_share: 0.08040
  stdcell_count: 245
  regArea_um2: 0
  lay_top_count: "clkdlybuf4s50_1"
sta:
  slew_headroom: 0.6579
  tightestPinTransition_ns: 0.5132
  timing.final.crit_share: 0.8436
  maxSlewViolCount: 0
  final_hold_viol_count: 0
  rsz0062_at_grt: "no"
  fmax_ghz: 0.3486
  setup_viol: 0
  fin_setup_tns_ns: 0
  finalWorstPathRequiredPeriod_ns: 2.868
cts:
  postCtsSetupRepairBufs: 0
  cts_resized: 0
  hold_buffers: 0
global_routing:
  antenna_found_initial: 0
  grt_usage: 0.1281
  grt_pass1_vias: 1204
  grt_pass1_wl_mm: 6.582
  grt_max_degree: 33
  grt-ovfl-total: 0
critical_path:
  critical-path-max-stage-delay_ns: 0.51
  worstPathArrival_ns: 2.19
  required_ns: 2.72
  crit_family: "buffers and inverters"
  end_kind: "primary output"
  path_buffers: 3
  path_max_fanout: 18
  worst-setup-path-type: "input port to primary output"
  crit_chain: "clkdlybuf4s50_1 -> nor2b_4 -> buf_4 -> o2bb2ai_1 -> clkdlybuf4s50_1"
  start_kind: "input port"
  slowest_stage: "clkdlybuf4s50_1"
  cp_common_cell: "clkdlybuf4s50_1"
pwr:
  pwr_density_cell_mw_per_mm2: 121.8
  leakagePower_uw: 0.0007945
  vdd_drop_max_mv: 0.04882
synthesis:
  ys_seq_frac: 0
  ys_cells: 77
  synth_top_area_share: 0.4070
  synth_cell_types: 8
  yosysTopAreaCell: "mux2i_1"
  synthCells: 77
  netlist_area_um2: 787.0
  top_cells_by_area: "mux2i_1, o2bb2ai_1, o2bb2ai_2, buf_6, nor2b_4"
  yosys_warnings: 0
  syn_avg_cell_area_um2: 10.22
  ys_chip_area_um2: 787.0
min_path:
  min_path_type: "input port to primary output"
placement:
  port_buffers: 130
  gp_congestion: 0.8316
  place_inst: 245
  dp_hpwl_mm: 4.047
flow_run:
  maxCapViolCount: 0
  warnings: 33
## area by class of cell
type | count | area [µm²]
timing repair buffer | 134 | 1339
tap | 46 | 57.56
multi-input combinational | 65 | 676.9
fill | 307 | 1343
## per-stage QoR
stage / utilization / setup WS [ns] / hold slack [ns] / power [µW] / cell area [µm²]
5_1_grt: 0.6070 / 0.4460 / 2.309 / 273.6 / 2073
2_1_floorplan: - / 1.443 / 1.423 / 74.25 / 787.0
4_1_cts: 0.6070 / 0.5159 / 2.287 / 257.7 / 2073
3_5_place_dp: 0.6070 / 0.5224 / 2.282 / 256.8 / 2073
3_3_place_gp: 0.6070 / 0.5276 / 2.284 / 255.3 / 2073
6_report: 0.6070 / 0.5317 / 2.278 / 252.5 / 2073
## routing by layer
layer | global-route usage | vias to the layer above | wire (µm)
met5 | 0 | - | 0
met4 | 0.007042 | 0 | 31
met2 | 0.2215 | 70 | 2173
met3 | 0.05568 | 2 | 576
met1 | 0.1490 | 469 | 1712
li1 | - | 568 | -
## tightest hold or removal path, stage by stage
cell,delay [ns]
clkdlybuf4s50_1,0.39
o2bb2ai_1,0.12
clkdlybuf4s50_1,0.41
## kinds of logic (layout without fill, tap and decap cells)
family                 count (synthesis)  count (layout)  share of synthesized area
and+or+nand+nor                        1               1                    0.01748
buffers and inverters                 12             134                     0.1399
AOI/OAI and AO/OA                     32              32                     0.4356
muxes                                 32              32                     0.4070
## report_power, final
part	total, µW	switching (µW)	internal, µW
clock network	0	0	0
registers	0	0	0
logic	253	64.3	188
total	253	64.3	188
## Yosys cell counts (all sizes together)
cell type  number
o2bb2ai        32
nor2b           1
mux2i          32
buf            10
clkbuf          2
## final timing paths
kind / from / endpoint / cells past startpoint / slack, ns
worst max-delay path: s[0] / y[11] / 5 / 0.53
worst min-delay path: b[23] / y[23] / 3 / 2.28
Power figures rest on the tool's default switching activity, not on a simulated workload.
