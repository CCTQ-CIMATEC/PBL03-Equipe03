`/design/flow/design.v`:
```
package  riscv_pkg;
    typedef enum logic [6:0] {
        OP_R_TYPE = 7'b0110011,
        OP_I_TYPE = 7'b0010011,
        OP_STORE  = 7'b0100011,
        OP_LOAD   = 7'b0000011,
        OP_BRANCH = 7'b1100011,
        OP_JAL    = 7'b1101111,
        OP_JALR   = 7'b1100111,
        OP_LUI    = 7'b0110111,
        OP_AUIPC  = 7'b0010111
    } opcode_t;
    localparam FUNCT3_B  = 3'b000;   
    localparam FUNCT3_H  = 3'b001;   
    localparam FUNCT3_W  = 3'b010;   
    localparam FUNCT3_BU = 3'b100;   
    localparam FUNCT3_HU = 3'b101;   
    localparam FUNCT3_ADD_SUB       = 3'b000;   
    localparam FUNCT3_SLL           = 3'b001;   
    localparam FUNCT3_SLT           = 3'b010;   
    localparam FUNCT3_SLTU_SLTUI    = 3'b011;   
    localparam FUNCT3_XOR           = 3'b100;   
    localparam FUNCT3_SRL_SRA       = 3'b101;   
    localparam FUNCT3_OR            = 3'b110;   
    localparam FUNCT3_AND           = 3'b111;   
    localparam FUNCT3_BEQ           = 3'b000;   
    localparam FUNCT3_BNE           = 3'b001;   
    localparam FUNCT3_BLT           = 3'b100;   
    localparam FUNCT3_BGE           = 3'b101;   
    localparam FUNCT3_BLTU          = 3'b110;   
    localparam FUNCT3_BGEU          = 3'b111;   
    localparam FUNCT3_SB            = 3'b000;   
    localparam FUNCT3_SH            = 3'b001;   
    localparam FUNCT3_SW            = 3'b010;   
    localparam FUNCT7_ADD           = 7'b0000000;  
    localparam FUNCT7_SUB           = 7'b0100000;  
    typedef enum logic [3:0]{
        ALU_ADD  = 4'b0000,
        ALU_SUB  = 4'b0001,
        ALU_AND  = 4'b0010,
        ALU_OR   = 4'b0011,
        ALU_XOR  = 4'b0100,
        ALU_SLT  = 4'b0101,   
        ALU_SLTU = 4'b0110,   
        ALU_SLL  = 4'b0111,   
        ALU_SRL  = 4'b1000,   
        ALU_SRA  = 4'b1001    
    } alu_ops_t;
endpackage
module adder(
    input  logic [31:0] a,
    input  logic [31:0] b,
    output logic [31:0] y 
);
    assign y = a + b;
endmodule
```
`/design/flow/run.sh`:
```
#!/bin/bash
# OpenROAD 26Q1-2900-gdf79404cd8, Yosys 0.63+post, stock flow scripts
make -C /OpenROAD-flow-scripts/flow DESIGN_CONFIG=/design/flow/config.mk WORK_HOME=/design/flow/orfs finish
```
`/design/flow/config.mk`:
```
export PLATFORM = sky130hd
export DESIGN_NAME = adder
export DESIGN_NICKNAME = adder
export VERILOG_FILES = /design/flow/design.v
export SDC_FILE = /design/flow/constraint.sdc
export NUM_CORES = 4
export LEC_CHECK = 1
export CORE_AREA = 10 10 85 85
export DIE_AREA = 0 0 95 95
export SYNTH_HDL_FRONTEND = slang
```
`/design/flow/constraint.sdc`:
```
current_design adder

set clk_period 24.1
set clk_io_pct 0.2

create_clock -name clk0 -period $clk_period

set non_clock_inputs [all_inputs -no_clocks]
set_input_delay [expr $clk_period * $clk_io_pct] -clock clk0 $non_clock_inputs
set_output_delay [expr $clk_period * $clk_io_pct] -clock clk0 [all_outputs]
```
==> ci_impl_report.md <==
## Implementation flow summary

| Metric | Value |
|---|---|
| Status | complete, no violations |
| Ys Warns | 0 |
| Most numerous logic cell after layout | clkdlybuf4s50_1 |
| Mapped Area | roughly 1700 µm² |
| Worst rel slew slack | 0.642 |
| CP max FO | 4 |
| Number of global-route vias before repair | 2036 |
| Placer Congestion | 0.925 |
| Synth unique cells | 50 |
| Clock power frac | 0 |
| Max-cap violations | 0 |
| CP required | ~19 ns |
| Min-Delay Path Class | input pin to primary output |
| Post-Route WL | 5840 µm |
| Startpoint class of the critical path | input pin |
| Worst path max stage delay | approximately 0.49 ns |
| CORE AREA | 5470 µm² |
| Yosys top cell by area | ha_1 |
| Ant. Diodes | 0 |
| Tot GR Track Use | 0.124 |
| Dominant logic cell types in the final layout | clkdlybuf4s50_1 (96), ha_1 (31), a21oi_1 (29) |
| Crit-path cells | clkdlybuf4s50_1 -> ha_1 -> fa_1 -> a21o_1 -> a31o_2 -> nand3_1 -> o221ai_1 -> a311oi_1 -> o21bai_1 -> xor2_1 -> clkdlybuf4s50_1 |
| DP Cell Count | 398 |
| Post-DP HPWL | ~5100 µm |
| Post-CTS Setup Inserts | 0 |
| GRT overflow | 0 |
| Cells after Synth | 241 |
| Initial antenna violation count | 0 |
| Mean Syn Cell Area | 7.24 µm² |
| CP Class | input pin to primary output |
| Adder Area Share | 0.234 |
| Post-route insts no fill | 398 |
| DRT Pass-1 Iters | 4 |
| Tmin final | around 13 ns |
| Via density | 5.22 |
| Crit-path most repeated cell | clkdlybuf4s50_1 |
| Final core occ | 0.503 |
| RSZ-0062 raised after global routing | false |
| Post_cts resized | 0 |
| Peak VDD IR | 0.0118 mV |
| Synth Seq Share | 0 |
| Tool warnings | 32 |
| Fp util | 0.319 |
| Cts hold-fix bufs | 0 |
| Mux share | 0.0115 |
| # DRC | 0 |
| Top cell area share | 0.222 |
| Crit path arrival time | 7.72 ns |
| Cell Rows | 27 |
| Seq_cells | 0 |
| Antenna-violating nets left | 0 |
| Layout cell share with drive strength beyond 1 | 0.0307 |
| Top non-seq family | AND-OR/OR-AND gates |
| XOR Share, Synth | 0.141 |
| Gate power share | 1.000 |
| Die Ht | 95 µm |
| I/O pins | 96 |
| Total number of vias | between 2000 and 2500 |
| Die X | 95 µm |
| Die ar. | 9030 µm² |
| Flop pwr share | 0 |
| Pin count of the biggest net entering global routing | 11 |
| Min Hold Slack | 10.67 ns |
| Number of hold violations in the final report | 0 |
| Crit. End Element | primary output |
| FMAX | roughly 80 MHz |
| Fin crit share | 0.520 |
| Critical Path Start | a[0] |
| Least-Margin Pin Slew | around 0.52 ns |
| First-pass GRT wire length | around 9500 µm |
| WL per Instance | 14.7 µm |
| Yosys Instances | 241 |
| Worst hold start | b[0] |
| Final Setup Violations | 0 |
| Critical Path Slowest Stage Cell | clkdlybuf4s50_1 |
| P&R area growth vs syn | 57.7% |
| # clk buffers | 0 |
| Simple Share, Synth | 0.183 |
| Static leakage | 1.18 nW |
| Main area contributors after synthesis | ha_1 (22%), a21oi_1 (8.3%), a21o_1 (8.2%), xor2_1 (7.5%), xnor2_1 (6.5%) |
| Multi-input gate area in the final layout | roughly 1700 µm² |
| Yosys chip area | around 1700 µm² |
| DR iter-0 viols | 54 |
| Internal | ~0.000048 W |
| Slew Limit Fails | 0 |
| FILL cells | 569 |
| Sum Neg Setup Slack | 0 ns |
| Port Buffers | between 90 and 100 |
| Total power | 0.0000800 W |
| Sw power | 0.0000318 W |
| Ao+oa area frac | 0.393 |
| Sequential Area | 0 µm² |
| Power Dens Cells | 29.1 nW/µm² |
| Switching share of power | 0.397 |
==> power by group through the flow <==
| stage | clock, W | combinational [W] | sequential [W] |
|---|---|---|---|
| CTS | 0 | 0.0000814 | 0 |
| global route | 0 | 0.0000892 | 0 |
| finish | 0 | 0.0000800 | 0 |
==> cell families (layout without fill, tap and decap cells) <==
family	Yosys count	count (layout)
AOI/OAI and AO/OA	97	97
xor gates and xnor gates	28	28
adders and majority gates	32	32
buffers and inverters	17	102
muxes	2	2
and+or+nand+nor	65	65
==> through the flow <==
stage          area [µm²]  setup WS, ns
2_1_floorplan        1740         12.63
3_5_place_dp         2750         11.52
6_report             2750         11.56
3_3_place_gp         2750         11.55
4_1_cts              2750         11.52
5_1_grt              2750         11.32
==> area by class of cell <==
type               instances  area share
multi-input cells        224       0.610
repair buffers            96       0.349
well taps                 72      0.0327
inverters                  6     0.00819
==> routing by layer <==
| metal | global-route usage | up-vias | part of all wire | wire length (µm) |
|---|---|---|---|---|
| li1 | - | 1103 | - | - |
| met2 | 0.211 | 61 | 0.44 | 2550 |
| met4 | 0.00623 | 0 | 0.0050 | 29 |
| met5 | 0 | - | 0 | 0 |
| met3 | 0.0288 | 2 | 0.080 | 465 |
| met1 | 0.163 | 913 | 0.48 | 2800 |
==> worst paths after layout <==
path,to,slack [ns],depth (start not counted)
max,y[26],11.56,11
min,y[0],10.67,3
==> synthesized netlist by cell type (all sizes together) (4+ instances only) <==
| cell | n |
|---|---|
| nor3 | 4 |
| ha | 31 |
| nand3 | 10 |
| o21bai | 5 |
| xor2 | 15 |
| a21o | 19 |
| nor2 | 12 |
| nand4 | 8 |
| xnor2 | 13 |
| nand2 | 18 |
| a21oi | 29 |
| inv | 6 |
| clkbuf | 8 |
| o21ai | 15 |
==> worst max-delay path, delay by kind of cell <==
family | cells | cell delay, ns
AND/OR/NAND/NOR | 1 | 0.09
buffers and inverters | 2 | 0.89
AND-OR/OR-AND | 5 | 1.13
XOR/XNOR | 1 | 0.13
adder cells (fa/ha/maj) | 2 | 0.64
No activity file was given, so power comes from the tool's default toggle rates.
